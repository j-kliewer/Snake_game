### run.sh
#!/bin/bash
# OpenROAD 26Q1-2900-gdf79404cd8, Yosys 0.63+post, stock flow scripts
make -C /OpenROAD-flow-scripts/flow DESIGN_CONFIG=/design/flow/config.mk WORK_HOME=/design/flow/orfs finish
### config.mk
export PLATFORM = sky130hd
export DESIGN_NAME = game_plot
export DESIGN_NICKNAME = game_plot
export VERILOG_FILES = /design/flow/design.v
export SDC_FILE = /design/flow/constraint.sdc
export NUM_CORES = 4
export LEC_CHECK = 1
export CORE_AREA = 10 10 92 92
export DIE_AREA = 0 0 102 102
### constraint.sdc
current_design game_plot

set clk_period 2.5
set clk_io_pct 0.2

create_clock -name clk0 -period $clk_period [get_ports {clk}]

set non_clock_inputs [all_inputs -no_clocks]
set_input_delay [expr $clk_period * $clk_io_pct] -clock clk0 $non_clock_inputs
set_output_delay [expr $clk_period * $clk_io_pct] -clock clk0 [all_outputs]
### design.v
module game_plot( input logic clk, input logic rst_n,
                 input logic game_plot, input logic [3:0] game_x,
                 input logic [3:0] game_y, input logic [2:0] game_colour,
                 output logic waitrequest, 
                 output logic vga_plot, output logic [7:0] vga_x, 
                 output logic [6:0] vga_y, output logic [2:0] vga_colour);
    logic [2:0] temp_colour;
    logic [7:0] base_x;
    logic [6:0] base_y;
    logic [2:0] x, y; 
    enum logic {IDLE, PLOT} state;
    always_ff@(posedge clk) begin
        if(!rst_n) begin
            state <= IDLE;
        end
        else begin
            case (state)
                IDLE: begin
                    if(game_plot) begin
                        state <= PLOT;
                        temp_colour <= game_colour;
                        base_x <= 4'd6 * game_x;  
                        base_y <= 3'd6 * game_y;  
                        x <= 3'd0;
                        y <= 3'd0;
                    end
                end
                PLOT: begin
                    if (x == 3'd5 && y == 3'd5) begin  
                        state <= IDLE;
                    end
                    else if(y == 3'd5) begin  
                        x <= x + 3'd1;
                        y <= 3'd0;
                    end
                    else begin  
                        y <= y + 3'd1;
                    end
                end
            endcase
        end
    end
    assign vga_x = 8'd32 + base_x + x;
    assign vga_y = 7'd12 + base_y + y;
    assign vga_colour = temp_colour;
    always_comb begin
        vga_plot = 1'b0;
        waitrequest = 1'b0;
        case(state)
            IDLE: begin
            end
            PLOT: begin
                vga_plot = 1'b1;
                waitrequest = 1'b1;
            end
        endcase
    end
endmodule: game_plot
==> flow_summary.json <==
{
  "ys_cells": 113,
  "die_w_um": 102,
  "grtUsageTotal_pct": 4.949,
  "cts_root_buf": "clkbuf_8",
  "finalPower_uw": 946.7,
  "first_pass_iters": 4,
  "ys_types": 21,
  "path_cells": "inv_2 > ha_4 > inv_4 > ha_4 > inv_2 > fa_2 > nor2b_1 > o21ai_1 > xnor2_1 > buf_2",
  "grt.overflow.total": 0,
  "htreeDepth": 1,
  "syn_to_final_growth_pct": 43.22,
  "fin_util_pct": 30.49,
  "cts_tree": "done",
  "worstHoldPathType": "register to register",
  "fp_util_pct": 21.29,
  "fp-row-count": 29,
  "ant_nets": 0,
  "slew_violations": 0,
  "internal_power_uw": 715.7,
  "syn_inst": 113,
  "wirelength_mm": 2.519,
  "die_area_sq_um": 10400,
  "core_area_sq_um": 6459,
  "top_area_share_pct": 45.86,
  "fillers": 647,
  "clock_path_buffers": 2,
  "dp_slack_ns": -0.1357,
  "status": "finished clean",
  "endpoint_kind": "primary output",
  "drc_errors": 0,
  "combPwrFrac_pct": 27.7,
  "topCellsByArea": "edfxtp_1 (46%), ha_1 (19%), fa_1 (5.8%)",
  "finalSetupViolCount": 0,
  "antenna_found_initial": 0,
  "p_seq_share_pct": 48.7,
  "diodes": 0,
  "p_per_area_nw_per_um2": 480.7,
  "ios": 34,
  "hpwl_mm": 2.068,
  "clock_sinks": 22,
  "cts_hold_buffers": 0,
  "p_switching_uw": 230.9,
  "synth.avg_cell_area_sq_um": 12.17,
  "clkSlewWorstSetupHoldPaths_ns": 0.08,
  "grt_pass1_wl_mm": 4.195,
  "ys.flops": 22,
  "die_h_um": 102,
  "slowest_delay_ns": 0.40,
  "most-common-layout-cells": "clkdlybuf4s50_1 (26), edfxtp_1 (21), ha_1 (18)",
  "vias": 905,
  "worst-path-max-fanout": 2,
  "p_clk_share_pct": 23.6,
  "clk_latency_ns": 0.26,
  "drt_iter0_markers": 11,
  "finalHoldViolCount": 0,
  "final_cells": 235,
  "slew_headroom_pct": 76.63,
  "synth_area_sq_um": 1375,
  "routed_via_density": 3.851,
  "grt_max_degree": 13,
  "timing.max_cap.violations": 0,
  "min_period_over_period_pct": 98.16,
  "ys_warn_count": 1,
  "top_area_cell": "edfxtp_1",
  "switching_share_pct": 24.39,
  "start_kind": "register",
  "crit_family": "adder cells",
  "placed_cells": 224,
  "lay_top_count": "clkdlybuf4s50_1",
  "drive_above_1_share_pct": 19.62,
  "ir_worst_vdd_uv": 153.6,
  "port_buffers": 33,
  "critPathKind": "register to primary output",
  "critPathSlowestCell": "edfxtp_1",
  "period_needed_ns": 2.454,
  "critPathRequiredTime_ns": 2.00,
  "grt_pass1_vias": 958,
  "setup_ws_ns": 0.04603,
  "cp.arrival_ns": 1.95,
  "finClkSkew_ns": 0.001153,
  "crit_buf_inv": 4,
  "max_freq_mhz": 407.5,
  "warnings": 32,
  "cts_buffers": 3,
  "rsz0062_at_grt": "true",
  "ys_area_sq_um": 1375,
  "routedWlPerCell_um": 10.72,
  "gp_congestion": 0.7762,
  "postSynthSeqShare_pct": 47.32,
  "p_leak_nw": 0.8401,
  "worst_pin_slew_ns": 0.3506
}
-- through the flow --
step                hold WS [ns]  TNS [ns]  instance area [sq um]
floorplan                 0.5837         0                   1375
global placement          0.6132   -0.1652                   1812
detailed placement        0.6232   -0.2068                   1812
CTS                       0.6354         0                   1917
global route              0.6582  -0.05048                   1969
finish                    0.6310         0                   1969
-- worst paths after layout --
kind         start  endpoint  slack [ns]  depth (start not counted)
max           y[2]  vga_y[6]        0.05                         10
min           y[0]      y[0]        0.63                          1
max reg2reg   x[1]      y[2]        0.98                          7
min reg2reg   y[0]      y[0]        0.63                          1
-- what timing repair did --
item / 4_1_cts / 5_1_grt
pin swaps: 4 / 4
setup endpoints to repair: 7 / 6
buffers inserted: 4 / 3
resized: 17 / 14
-- metal layers --
metal | wire (um) | part of all wire, % | GRT usage, %
met5 | 0 | 0 | 0
met4 | 47 | 1.9 | 1.085
met2 | 1164 | 46 | 8.395
met1 | 1124 | 45 | 5.985
met3 | 183 | 7.3 | 1.704
-- cell families after synthesis --
group | count (synthesis) | synth area share, %
fa+ha+maj | 25 | 24.93
xor+xnor | 12 | 7.644
simple gates | 18 | 5.915
flops | 22 | 47.32
buf+inv | 19 | 6.096
compound gates | 17 | 8.098
-- flip-flops by register name, indices dropped and copies added, names as in the netlist --
signal       flops
x                3
base_y           6
y                3
temp_colour      3
state            1
base_x           6
-- cell usage after synthesis, drive strengths merged --
cell	instances
a31oi	1
buf	4
xnor2	9
o21bai	2
dfxtp	1
inv	15
fa	4
o22ai	2
nand2	7
nor2b	4
nor3	1
ha	21
and2	1
o21a	3
nor2	5
edfxtp	21
a21oi	4
a21o	4
xor2	3
o21ai	1
-- worst reg2reg max path, cell delays in order, from the launching register on --
cell,delay [ns]
edfxtp_1,0.38
buf_4,0.12
buf_4,0.09
inv_1,0.03
ha_1,0.18
nand2_1,0.07
nor2_1,0.05
o22ai_1,0.27
-- power groups by stage --
stage | registers [mW] | logic, mW | clock network [mW]
CTS | 0.461 | 0.256 | 0.234
finish | 0.461 | 0.262 | 0.223
global route | 0.466 | 0.298 | 0.250
-- layout make-up --
class                           instances  area [sq um]  area share (%)
Clock inverter                          1         3.754          0.1906
Multi-Input combinational cell         72         698.2           35.45
Clock buffer                            3         41.29           2.097
Timing Repair Buffer                   45         420.4           21.35
Sequential cell                        22         650.6           33.04
Tap cell                               77         96.34           4.892
Inverter                               15         58.81           2.986
Power and IR drop assume default switching activity.
